## flow/design.v

```verilog
module alu#(
    parameter width = 8
  ) (
    input [width-1:0] a,
    input [width-1:0] b,
    input [2:0] op,
    output reg[width-1:0] result
  );
  always @(*)
  begin
    case (op)
      3'd0: result = a+b; 
      3'd1: result = a-b; 
      3'd2: result = a & b;
      3'd3: result = a | b;
      3'd4: result = a ^ b;
      default: result = a+b;  
    endcase
  end
endmodule
```

## flow/run.sh

```bash
#!/bin/bash
# OpenROAD 26Q1-2900-gdf79404cd8, Yosys 0.63+post, stock flow scripts
make -C /OpenROAD-flow-scripts/flow DESIGN_CONFIG=/design/flow/config.mk WORK_HOME=/design/flow/orfs finish
```

## flow/config.mk

```make
export PLATFORM = sky130hd
export DESIGN_NAME = alu
export DESIGN_NICKNAME = alu
export VERILOG_FILES = /design/flow/design.v
export SDC_FILE = /design/flow/constraint.sdc
export NUM_CORES = 4
export LEC_CHECK = 1
export CORE_AREA = 10 10 73 73
export DIE_AREA = 0 0 83 83
```

## flow/constraint.sdc

```tcl
current_design alu

set clk_period 9.6
set clk_io_pct 0.2

create_clock -name clk0 -period $clk_period

set non_clock_inputs [all_inputs -no_clocks]
set_input_delay [expr $clk_period * $clk_io_pct] -clock clk0 $non_clock_inputs
set_output_delay [expr $clk_period * $clk_io_pct] -clock clk0 [all_outputs]
```

==> reports/qor.tcl <==
set qor(crit_slowest_cell) {clkdlybuf4s50_1}
set qor(sequential_cell_area_sq_um) 0
set qor(drc) 0
set qor(achievable-frequency_mhz) 141
set qor(routabilityCongestion) 0.861
set qor(fp.dieArea_sq_um) 6890
set qor(critPathMaxStageDelay_ns) 0.87
set qor(grt_start_max_net_pins) 17
set qor(worst_hold_startpoint) {op[1]}
set qor(drive_gt1_share_pct) 3.33
set qor(hold_path.class) {in2out}
set qor(setup_viol_count_final) 0
set qor(areaGrowthSynthToFinish_pct) 31.9
set qor(max_cap_violations) 0
set qor(cts_hold_repair.buffers) 0
set qor(timing.max_slew.rel_slack_pct) 57.7
set qor(vias_per_cell) 4.33
set qor(postRouteWirelength_mm) 2.31
set qor(timing.final.crit_share_pct) 73.6
set qor(die_height_um) 83
set qor(synth.top_cell.area_share_pct) 31.1
set qor(largest_voltage_drop_on_the_vdd_net_mv) 0.0269
set qor(detailed_place_hpwl_mm) 1.98
set qor(io_pins) 27
set qor(leakage_nw) 0.599
set qor(report.final.slew_viol_count) 0
set qor(grt_first_pass_wirelength_mm) 4.23
set qor(setup.worst_path.end_class) {primary output}
set qor(status) {finished, final reports clean}
set qor(placement_rows) 22
set qor(cts.repair.resized) 0
set qor(via_count_of_the_first_global_routing_pass) 890
set qor(placeableCoreArea_sq_um) 3740
set qor(synth_top_cell_by_area) {ha_1}
set qor(final_cell_mix) {clkdlybuf4s50_1, ha_1, inv_1}
set qor(grt_remaining_overflow) 0
set qor(wl_cell_um) 11.7
set qor(synth_cells) 126
set qor(final_layout_top_logic_cell) {clkdlybuf4s50_1}
set qor(yosys_cells) 126
set qor(post-route-worst-setup-slack_ns) 2.53
set qor(detailedPlace.worstSlack_ns) 2.55
set qor(pwr_density_cell_nw_per_um2) 62.3
set qor(iteration_0_drc_markers) 50
set qor(post_synth_main_area_contributors) {ha_1, xnor2_1, inv_1, mux2i_1, a21oi_1}
set qor(cp-start-kind) {primary input}
set qor(post-route-min-period_ns) 7.07
set qor(worstPathCellList) {clkdlybuf4s50_1 -> nor3b_4 -> mux2i_1 -> fa_1 -> a21o_1 -> a21o_1 -> a21oi_1 -> mux2i_1 -> nand2_1 -> clkdlybuf4s50_1}
set qor(detail_route.first_pass.iterations) 4
set qor(finalHoldViolCount) 0
set qor(warnings) 41
set qor(n_antenna_cell) 0
set qor(final.clkbuf_count) 0
set qor(die_x_um) 83
set qor(synthesis.area_sq_um) 965
set qor(arrival_ns) 5.15
set qor(pre_place_util_pct) 25.8
set qor(avgSynthCellArea_sq_um) 7.66
set qor(initial_antenna_violation_count) 0
set qor(synth-warning-count) 1
set qor(post_cts_setup_buffers) 0
set qor(cp-startpoint) {op[0]}
set qor(synth-area-yosys_sq_um) 965
set qor(setup_total_negative_slack_ns) 0
set qor(buffer_ports.inserted) 27
set qor(seq_area_frac_synth_pct) 0
set qor(grt_setup_unrepaired) {no}
set qor(pin_slew_with_the_least_headroom_to_its_limit_ns) 0.632
set qor(critPathMaxFanout) 16
set qor(global_route.usage.total_pct) 6.91
set qor(vias_post_dr) 858
set qor(detail-route-antenna-nets) 0
set qor(timing.critical_path.required_ns) 7.68
set qor(seq_cells) 0
set qor(criticalPathCategory) {in2out}
set qor(synth_cell_types) 31
-- worst max-delay path, delay by kind of cell --
family / cells / cell delay [ns]
AOI/OAI and AO/OA: 3 / 0.59
adders and majority gates: 1 / 0.46
buffers and inverters: 2 / 1.28
muxes: 2 / 0.40
and+or+nand+nor: 2 / 0.51
-- synth_stat cells (2+ instances only) --
cell type and number:
o21ai_0 4, inv_1 20, xnor2_1 11, nand2_1 6
ha_1 24, nor3_1 2, nor3b_1 3, a21o_1 4
o22ai_1 4, nor2_1 8, a21oi_1 11, mux2i_1 6
a31oi_1 5
-- cell type report --
class                           count  area, sq um
Timing Repair Buffer               27          270
Tap cell                           48         60.1
Multi-Input combinational cell    103          867
Fill cell                         423         2470
Inverter                           20         75.1
-- stage by stage --
| step | power [mW] | area, sq um | cells | hold slack, ns | utilization [%] |
|---|---|---|---|---|---|
| after floorplan | 0.0454 | 965 | 126 | 3.87 | - |
| after global placement | 0.0808 | 1270 | 198 | 4.94 | 34.0 |
| after detailed placement | 0.0802 | 1270 | 198 | 4.94 | 34.0 |
| after CTS | 0.0812 | 1270 | 198 | 4.95 | 34.0 |
| after global routing | 0.0912 | 1270 | 198 | 4.99 | 34.0 |
| final | 0.0793 | 1270 | 198 | 4.94 | 34.0 |
-- worst paths after layout --
check	endpoint	slack (ns)	cells past startpoint
worst max-delay path	result[6]	2.53	10
worst min-delay path	result[1]	4.94	4
-- logic make-up (layout without fill, tap and decap cells) --
| group | count (synthesis) | after routing | share of synthesized area [%] |
|---|---|---|---|
| AND/OR/NAND/NOR | 28 | 28 | 19.1 |
| AND-OR/OR-AND | 32 | 32 | 20.5 |
| buffers and inverters | 23 | 47 | 10.1 |
| XOR/XNOR | 12 | 12 | 10.9 |
| multiplexers | 6 | 6 | 6.23 |
| adder cells (fa/ha/maj) | 25 | 25 | 33.2 |
-- per-layer routing --
| layer | track usage, % | vias up | share of wire (%) |
|---|---|---|---|
| met5 | 0 | - | 0 |
| met1 | 10.6 | 349 | 56 |
| met2 | 9.92 | 20 | 38 |
| li1 | - | 489 | - |
| met4 | 0 | 0 | 0 |
| met3 | 1.57 | 0 | 6.4 |
-- power by group --
| group | switching (mW) | leakage (nW) | internal [mW] |
|---|---|---|---|
| combinational | 0.0339 | 0.599 | 0.0455 |
| clock | 0 | 0 | 0 |
| sequential | 0 | 0 | 0 |
No activity file was given, so power comes from the tool's default toggle rates.
