$ cat flow/constraint.sdc
current_design mult

set clk_period 12.6
set clk_io_pct 0.2

create_clock -name clk0 -period $clk_period

set non_clock_inputs [all_inputs -no_clocks]
set_input_delay [expr $clk_period * $clk_io_pct] -clock clk0 $non_clock_inputs
set_output_delay [expr $clk_period * $clk_io_pct] -clock clk0 [all_outputs]
$ cat flow/design.v
module mult#(
    parameter width = 11
  ) (
    input signed[width-1:0] a,
    input signed[width-1:0] b,
    output signed[2*width-1:0]c
  );
  assign c = a*b;
endmodule
$ cat flow/config.mk
export PLATFORM = sky130hd
export DESIGN_NAME = mult
export DESIGN_NICKNAME = mult
export VERILOG_FILES = /design/flow/design.v
export SDC_FILE = /design/flow/constraint.sdc
export NUM_CORES = 4
export LEC_CHECK = 1
export CORE_UTILIZATION = 30
$ cat flow/run.sh
#!/bin/bash
# OpenROAD 26Q1-2900-gdf79404cd8, Yosys 0.63+post, stock flow scripts
make -C /OpenROAD-flow-scripts/flow DESIGN_CONFIG=/design/flow/config.mk WORK_HOME=/design/flow/orfs finish
==> Slide: Implementation Results <==
Run Summary

Layout
  • Register area: 0 um2
  • CLK BUF: 0
  • Seq cells: 0
  • Design Area, Final: 0.00551 mm2
  • Share of cells above drive strength 1: roughly 1.0%
  • FILL cells: 1,688
  • Layout area overhead: 12.6%
  • Core Util, Final: 34.7%

Final timing
  • Worst slew margin: 64.6%
  • Setup WS post-layout: 1650 ps
  • Final Max Slew Viols: 0
  • RSZ-0062 raised after global routing: false
  • Final Cycle Share: around 87%
  • Period minus WS final: approximately 11,000 ps
  • Endpoints failing setup: 0
  • Fmax: ~91 MHz
  • Worst slew pin tran: around 530 ps
  • Post-Route Setup TNS: 0 ps
  • Final Hold Vio Count: 0

Logic synthesis
  • Top post-synthesis cells by count: inv_1, fa_1, nand2_1
  • Yosys Chip Area: 0.00489 mm2
  • Area leader, netlist: fa_1
  • Synth cell types: slightly above 40
  • Max-area cell share: 47.9%
  • Syn Std Cell Area: 0.00489 mm2
  • Synth Instances: 569
  • Synth Seq Share: 0%
  • Cell with the most instances after synthesis: inv_1
  • Top cells, area: fa_1, ha_1, inv_1, and2_1, nand2_1
  • Syn avg cell area: around 8.6 um2
  • Yosys cell count: 569
  • Synth warn: 0

Run
  • Tool Warnings: 32
  • Max-Cap Viols: 0

Routing
  • ANT cells: 0
  • DR top layer: met4
  • Routed Antenna Nets: 0
  • Metal3 WL: about 380 um
  • Routed Wire Length: 9620 um
  • Residual DRC: 0
  • Vias per cell: 4.42
  • Met1 wire length: 4420 um
  • Wire length per cell: 11.9 um
  • Met2 WL: between 4000 and 5000 um
  • DRT Pass-1 Iters: 4
  • Vias: 3,562
  • Initial detailed-routing violation count: around 190

CTS
  • Post-cts sizing count: 0
  • Cts hold-fix bufs: 0
  • Post-CTS Setup Bufs: 0

Worst setup path
  • Crit. End Element: output pin
  • CP required: 10,080 ps
  • Startpoint types: primary input
  • CP Max Fanout: 11
  • Critical path type: primary input to output pin
  • Arrival @ worst endpoint: 8430 ps

GRT
  • First-pass GRT wire length: 17,800 um
  • Antenna violations before repair: 0
  • GRT overflow: 0
  • Vias in the first global route: ~3,900
  • Largest net degree at the start of global routing: 12
  • All-Layer GR Usage: 14.0%

Run status
  • Run status: finished, final reports clean

Power
  • Max VDD drop: about 0.40 mV
  • LEAKAGE: 2.77 nW
  • PwrDens: 318 mW/mm2

Floorplan
  • Die footprint: approximately 0.017 mm2
  • Area of the core: between 0.015 and 0.02 mm2
  • Init Core Util: 30.8%
  • Die width: 130 um
  • Die H: 130 um
  • Top Ports: 44
  • Cell Rows: 46

Placement
  • Dpl ws: between 1500 and 2000 ps
  • Placed Area: approximately 0.0055 mm2
  • Routability cong.: 0.831
  • HPWL Detailed: ~8400 um
  • I/O Buffers: between 40 and 50

Hold path
  • Worst hold path class: primary input to output pin
-- final timing paths --
| check | from | to | cells after the start |
|---|---|---|---|
| max | b[2] | c[21] | 18 |
| min | a[0] | c[0] | 3 |
-- per-layer routing --
| layer | up-vias | track usage (%) |
|---|---|---|
| met3 | 8 | 1.34 |
| met5 | - | 0 |
| met2 | 69 | 24.6 |
| met4 | 0 | 1.16 |
| li1 | 1718 | - |
| met1 | 1767 | 20.0 |
-- final cells by class --
type	instances	area, um2	share of cell area (%)
multi-input cells	391	4220	76.5
repair buffers	44	440	8.00
well taps	216	270	4.91
inverters	155	582	10.6
-- worst max-delay path, stage by stage --
cell,delay [ps]
clkdlybuf4s50_1,720
nand2_1,210
fa_1,670
inv_1,130
fa_1,470
fa_1,500
fa_1,490
inv_1,50
fa_1,530
inv_1,40
ha_1,390
and3_4,230
a22o_1,210
or2_4,250
a21o_1,150
a211o_1,250
a22oi_1,150
clkdlybuf4s50_1,490
-- where the power goes --
group	switching [W]	internal (W)	leakage, nW
logic	0.000790	0.000960	2.77
registers	0	0	0
clock network	0	0	0
-- per-stage QoR --
stage | cells | power [W] | hold WS (ps)
2_1_floorplan | 569 | 0.00112 | 5290
3_3_place_gp | 806 | 0.00179 | 6330
3_5_place_dp | 806 | 0.00178 | 6320
4_1_cts | 806 | 0.00179 | 6320
5_1_grt | 806 | 0.00201 | 6370
6_report | 806 | 0.00175 | 6320
-- layout by cell type (no fill, tap or decap), drive strengths merged, types with 3 or more instances in the layout --
| cell type | Yosys | layout |
|---|---|---|
| nand2b | 7 | 7 |
| a2111oi | 3 | 3 |
| ha | 47 | 47 |
| xnor2 | 16 | 16 |
| a21oi | 17 | 17 |
| nor3 | 6 | 6 |
| o21ai | 7 | 7 |
| inv | 155 | 155 |
| xor2 | 4 | 4 |
| a21o | 5 | 5 |
| nand3 | 3 | 3 |
| nand2 | 69 | 69 |
| and3 | 5 | 5 |
| nor2 | 13 | 13 |
| and2 | 49 | 49 |
| fa | 117 | 117 |
| clkdlybuf4s50 | 0 | 44 |
-- logic make-up after synthesis --
logic type / count (synthesis) / share of synthesized area, %
XOR/XNOR: 20 / 3.58
multiplexers: 2 / 0.435
buffers and inverters: 178 / 13.8
AND/OR/NAND/NOR: 161 / 16.5
AND-OR/OR-AND: 44 / 5.70
adder cells (fa/ha/maj): 164 / 59.9
Power figures rest on the tool's default switching activity, not on a simulated workload.
